## /design/flow/constraint.sdc

```tcl
current_design Vr_corescore_emitter_uart

set clk_period 1.6
set clk_io_pct 0.2

create_clock -name clk0 -period $clk_period [get_ports {i_clk}]

set non_clock_inputs [all_inputs -no_clocks]
set_input_delay [expr $clk_period * $clk_io_pct] -clock clk0 $non_clock_inputs
set_output_delay [expr $clk_period * $clk_io_pct] -clock clk0 [all_outputs]
```

## /design/flow/design.v

```verilog
module Vr_corescore_emitter_uart #(
    parameter clk_freq_hz = 0,
    parameter baud_rate   = 57600
) (
    input  wire       i_clk,
    input  wire       i_rst,
    input  wire [7:0] i_data,
    input  wire       i_valid,
    output reg        o_ready,
    output wire       o_uart_tx
);
  localparam START_VALUE = clk_freq_hz / baud_rate;
  localparam WIDTH = $clog2(START_VALUE);
  reg [WIDTH:0] cnt = 0;
  reg [    9:0] data;
  assign o_uart_tx = data[0] | !(|data);
  always @(posedge i_clk) begin
    if (cnt[WIDTH] & !(|data)) o_ready <= 1'b1;
    else if (i_valid & o_ready) o_ready <= 1'b0;
    if (o_ready | cnt[WIDTH]) cnt <= {1'b0, START_VALUE[WIDTH-1:0]};
    else cnt <= cnt - 1;
    if (cnt[WIDTH]) data <= {1'b0, data[9:1]};
    else if (i_valid & o_ready) data <= {1'b1, i_data, 1'b0};
  end
endmodule
```

## /design/flow/config.mk

```make
export PLATFORM = sky130hd
export DESIGN_NAME = Vr_corescore_emitter_uart
export DESIGN_NICKNAME = Vr_corescore_emitter_uart
export VERILOG_FILES = /design/flow/design.v
export SDC_FILE = /design/flow/constraint.sdc
export NUM_CORES = 4
export LEC_CHECK = 1
export CORE_AREA = 10 10 81 81
export DIE_AREA = 0 0 91 91
```

## /design/flow/run.sh

```bash
#!/bin/bash
# OpenROAD 26Q1-2900-gdf79404cd8, Yosys 0.63+post, stock flow scripts
make -C /OpenROAD-flow-scripts/flow DESIGN_CONFIG=/design/flow/config.mk WORK_HOME=/design/flow/orfs finish
```

==> results_dict.tcl <==
# metrics dict for downstream scripts
set metrics [dict create \
    starting_drc_count_in_detailed_routing 16 \
    master_of_the_slowest_instance_on_the_critical_path "sky130_fd_sc_hd__edfxtp_1" \
    postRouteWirelength_um 1130 \
    cp-end-kind "output port" \
    yosys.area_share.xor_xnor 0 \
    layout_worst_path_cycle_share 1.042 \
    share_comb_of_total_power 0.055 \
    p_seq_frac 0.498 \
    outcome "complete, but fails checks" \
    worst-setup-path-type "register to output port" \
    worst_setup_path_start_kind "register" \
    synthesis.area_per_instance_um2 15.12 \
    slew_violations 0 \
    antenna_cells 0 \
    peakVddDrop_mv 0.2626 \
    number_of_antenna_violations_at_the_first_check_in_global_routing 0 \
    lay_top_count "sky130_fd_sc_hd__clkdlybuf4s50_1" \
    power-per-cell-area_nw_per_um2 879.9 \
    cp_top_family "simple AND/OR/NAND/NOR gates" \
    drt_pre_antenna_iters 2 \
    area.growth.synth_to_final_pct 57.91 \
    aoi_share 0.03406 \
    internal_dissipation_mw 0.5941 \
    synthAdderAreaFrac 0 \
    route.detailed.drc 0 \
    design_power_total_mw 0.7145 \
    power.static_leakage_nw 0.2837 \
    placementRows 25 \
    final.setup.worst_slack_ns -0.06722 \
    slowest_delay_ns 0.40 \
    ys_cells 34 \
    worstMarginPinSlew_ns 0.4389 \
    top_cell_type_s_share_of_synthesized_area 0.5255 \
    layout_top_cells_excl_fill_tap "sky130_fd_sc_hd__clkdlybuf4s50_1 (10), sky130_fd_sc_hd__edfxtp_1 (9), sky130_fd_sc_hd__mux2_1 (6), sky130_fd_sc_hd__buf_4 (6), sky130_fd_sc_hd__clkbuf_8 (4)" \
    sw_frac_of_total 0.1685 \
    relSlewSlack 0.7070 \
    insertion_delay_ns 0.24 \
    final_util 0.1686 \
    warnings 28 \
    chipWidth_um 91 \
    clk_root_buffer_cell "sky130_fd_sc_hd__clkbuf_8" \
    synth.area.mux_share 0.1752 \
    yosys_area_um2 514.2 \
    cts_tree "built" \
    critPathArrivalTime_ns 1.35 \
    dp_hpwl_um 845.9 \
    min-delay-path-class "register to register" \
    final_period_minus_worst_setup_slack_ns 1.667 \
    post_synth_area_hogs "sky130_fd_sc_hd__edfxtp_1 (53%), sky130_fd_sc_hd__mux2_1 (13%), sky130_fd_sc_hd__dfxtp_1 (12%)" \
    pre_cts_slack_ns -0.1326 \
    grt_max_degree 12 \
    initCoreUtil 0.1068 \
    yosysWarningCount 1 \
    route.detailed.wl_per_inst_um 9.262 \
    cts_max_path_buffers 2 \
    failed_checks "negative setup slack" \
    die_outline_height_um 91 \
    ant_nets 0 \
    postSynthCellCount 34 \
    power.clock.fraction 0.447 \
    io_pins 13 \
    numPortBuffers 11 \
    cts.reportedPaths.clkPinSlew_ns 0.05 \
    holdWs_ns 0.5322 \
    cts.htree.levels 1 \
    drv_cap 0 \
    clock.fmax_ghz 0.5998 \
    synth_area_leader_cell "sky130_fd_sc_hd__edfxtp_1" \
    hold_viol_final 0 \
    rsz0062_at_grt "yes" \
    register_bit_count_reported_by_yosys 12 \
    ys_seq_share 0.6423 \
    drt-vias-per-instance 2.828 \
    final-setup-viol-count 1 \
    setup_tns_ns -0.06722 \
    crit_required_ns 1.28 \
    drive_gt1_frac 0.3091 \
    finClkSkew_ns 0.002025 \
    basic_gate_share_of_the_synthesized_area_counting_and_or_nand_and_nor_cells 0.1119 \
    first_global_vias 403 \
    core_um2 4817 \
    syn-cell-area_um2 514.2 \
    route.vias.total 345 \
    series_of_cell_instances_along_the_critical_path "nor4_2 -> nand3_1 -> buf_4 -> nand2b_1 -> buf_2" \
    grt_first_pass_wirelength_um 1814 \
    synth.comb.largest_family "multiplexers" \
    netSwitchingPower_mw 0.1204 \
    worst_path_maximum_fanout 2 \
    cts.sinks 12 \
    critPathBufInv 2 \
    cts_hold_buf 0 \
    tritoncts.num_buffers 3 \
    design.die.area_um2 8281 \
    yosys_cell_types 14 \
    gp_congestion 0.7765 \
    track_usage 0.02735 \
    global_route.overflow_total 0 \
]
-- path summary, 6_finish.rpt --
check / slack (ns) / end / startpoint / cells past startpoint
worst max register to register: 0.12 / o_ready$_SDFFE_PP1P_ / data[1]$_DFFE_PP_ / 7
worst min register to register: 0.53 / o_ready$_SDFFE_PP1P_ / o_ready$_SDFFE_PP1P_ / 2
worst max-delay path: -0.07 / o_uart_tx / data[1]$_DFFE_PP_ / 5
worst min-delay path: 0.53 / o_ready$_SDFFE_PP1P_ / o_ready$_SDFFE_PP1P_ / 2
-- synthesized netlist by cell type --
cell type / number
sky130_fd_sc_hd__edfxtp_1: 9
sky130_fd_sc_hd__buf_6: 1
sky130_fd_sc_hd__nand2b_1: 1
sky130_fd_sc_hd__o22ai_2: 1
sky130_fd_sc_hd__mux2_1: 6
sky130_fd_sc_hd__nand2_1: 2
sky130_fd_sc_hd__a21oi_1: 1
sky130_fd_sc_hd__and2_1: 1
sky130_fd_sc_hd__nand3_1: 1
sky130_fd_sc_hd__inv_1: 2
sky130_fd_sc_hd__mux2_2: 2
sky130_fd_sc_hd__nor4_2: 2
sky130_fd_sc_hd__dfxtp_1: 3
sky130_fd_sc_hd__nor2_1: 2
-- power by group through the flow --
| stage | clock network, mW | logic [mW] | registers, mW |
|---|---|---|---|
| 6_report | 0.319 | 0.0391 | 0.356 |
| 5_1_grt | 0.349 | 0.0432 | 0.357 |
| 4_1_cts | 0.327 | 0.0403 | 0.356 |
-- cell type report --
type	count	area, µm²
Sequential cell	12	330.3
Inverter	2	7.507
Tap cell	67	83.83
Fill cell	530	4005
Multi-Input combinational cell	19	165.2
Timing Repair Buffer	18	170.2
Clock buffer	4	55.05
-- metal layers --
layer  track usage  vias to the layer above  part of all wire
met3       0.01577                        3             0.084
met4      0.006527                        0             0.019
met2       0.04177                       12              0.45
met5             0                        -                 0
met1       0.03260                      163              0.45
li1              -                      167                 -
-- through the flow --
step	instances	cell area, µm²
2_1_floorplan	34	514.2
3_3_place_gp	114	732.0
3_5_place_dp	114	732.0
4_1_cts	123	819.5
5_1_grt	122	812.0
6_report	122	812.0
-- logic make-up (layout without fill, tap and decap cells) --
family / after synthesis / count (layout)
compound gates: 2 / 2
buf+inv: 3 / 24
flops: 12 / 12
mux: 8 / 8
simple gates: 9 / 9
-- tightest hold or removal path, stage by stage, from the launching register on --
cell                      delay [ns]
sky130_fd_sc_hd__dfxtp_1        0.33
sky130_fd_sc_hd__inv_1          0.07
sky130_fd_sc_hd__o22ai_2        0.08
-- registers in the layout, summed over array words and instances, names as in the netlist --
register and flops:
o_ready 1, cnt 1, data 10
-- what timing repair did --
item                       4_1_cts  5_1_grt
gates resized                    3        0
setup endpoints to repair        1        2
setup buffers                    7        0
pin swaps                        3        0
Power figures rest on the tool's default switching activity, not on a simulated workload.
