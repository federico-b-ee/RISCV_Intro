==> /design/flow/design.v <==
module blink_led (
	input clk,
	output [8-1:0] led
);
reg [21:0] ctr_q;
wire [21:0] ctr_d;
always @(posedge clk)
	ctr_q <= ctr_d;
assign ctr_d = ctr_q + 1'b1;
assign led = ctr_q[21:21-(8 - 1)];
endmodule
==> /design/flow/run.sh <==
#!/bin/bash
# OpenROAD 26Q1-2900-gdf79404cd8, Yosys 0.63+post, stock flow scripts
make -C /OpenROAD-flow-scripts/flow DESIGN_CONFIG=/design/flow/config.mk WORK_HOME=/design/flow/orfs finish
==> /design/flow/config.mk <==
export PLATFORM = sky130hd
export DESIGN_NAME = blink_led
export DESIGN_NICKNAME = blink_led
export VERILOG_FILES = /design/flow/design.v
export SDC_FILE = /design/flow/constraint.sdc
export NUM_CORES = 4
export LEC_CHECK = 1
export CORE_AREA = 10 10 85 85
export DIE_AREA = 0 0 95 95
==> /design/flow/constraint.sdc <==
current_design blink_led

set clk_period 5.0
set clk_io_pct 0.2

create_clock -name clk0 -period $clk_period [get_ports {clk}]

set non_clock_inputs [all_inputs -no_clocks]
set_input_delay [expr $clk_period * $clk_io_pct] -clock clk0 $non_clock_inputs
set_output_delay [expr $clk_period * $clk_io_pct] -clock clk0 [all_outputs]
==> flow_summary.ini <==
; physical design summary
[timing]
rsz0062_at_grt = no
finalClockPeriodUsage_pct = 42.5
setup_violations = 0
report.final.slew_viol_count = 0
timing.hold.ws_ns = 0.433
maxClockFrequency_mhz = 470
finalHoldViolCount = 0
worst_pin_slew_ns = 0.392
worst_slew_margin_rel_pct = 73.6
finalWorstSetupSlack_ns = 2.87
fin_tns_setup_ns = 0
clock_skew_ns = 0.00183
layout_min_cycle_time_ns = 2.13

[critical_path]
cp_top_family = buffers and inverters
worstPathCellList = clkdlybuf4s50_1
worstPathMaxFanout = 5
worstSetupStartpointType = flip-flop
crit_buf_inv = 1
crit_slowest_cell = clkdlybuf4s50_1
max_stage_delay_ns = 0.49
path_class = flip-flop to output port
cp.arrival_ns = 1.13
required_ns = 4.00
cp-end-kind = output port

[drt]
vias_per_cell = 3.24
wl_met1_microns = 605
met3_length_microns = 137
drt-total-wl_microns = 1250
wire_per_inst_microns = 7.74
antenna_left = 0
dr.first_iter.drc_count = 17
dr_wl_met2_microns = 503
dr.pass1.iters = 4
top_layer = met3
antenna_cells = 0
remaining_drc_errors = 0
vias = 522

[power_and_ir_drop]
vdd_ir_drop_max_mv = 0.0661
power.density_nw_per_um2 = 277
cellLeakagePower_nw = 0.410
p_total_mw = 0.299

[final_layout]
drive_gt1_share_pct = 10.1
area_delta_synth_final_pct = 18.1
fin_area_sq_um = 1080
largest_reg_flops = 22
reg_top3 = ctr_q x22
largest-register = ctr_q

[global_route]
grt_max_degree = 13
grt_use_total_pct = 2.93
antenna_found_initial = 0
grt_overflow = 0
grt_pass1_wl_microns = 2190
grt_pass1_vias = 512

[logic_synthesis]
ys_seq_share_pct = 48.3
ys_chip_area_sq_um = 912
ys_warn_count = 1
syn_area_sq_um = 912
synth_cells = 85
synth_cell_types = 19
ys_ff = 22
yosys_cells = 85
avgSynthCellArea_sq_um = 10.7

[floorplanning]
coreArea_sq_um = 5470
chipArea_sq_um = 9030
chipHeight_microns = 95
rows = 27
dieWidth_microns = 95
floorplan.core_util_pct = 16.7
pin_count = 9

[place]
place_congestion = 0.756
place_hpwl_microns = 964
place_ws_ns = 3.14
io_buffers = 8
dpl_cell_area_sq_um = 1020

[clocking]
cts_num_sinks = 22
clockRootBuffer = clkbuf_8
cts_hold_buf = 0
cts_tree = yes
clk_latency_ns = 0.25
path_clk_slew_ns = 0.07
cts_buffers = 3
cts_resized = 0
postCtsSetupRepairBufs = 0
htree_num_levels = 1
cts_buffer_depth = 2

[worst_hold_path]
hp-class = flip-flop to flip-flop

[flow_run]
openroad.warnings = 25
max_cap_violations = 0

[outcome]
status = finished, final reports clean
## stage by stage
step,util (%),std cells
after global routing,19.7,161
final,19.7,161
after CTS,19.7,161
after detailed placement,18.7,157
after floorplan,-,85
after global placement,18.7,157
## power breakdown
| part | switching, mW | internal (mW) | leakage, nW | total [mW] |
|---|---|---|---|---|
| clock | 0.0539 | 0.0700 | 0.0288 | 0.124 |
| combinational | 0 | 0 | 0.204 | 0.000000204 |
| sequential | 0 | 0.175 | 0.177 | 0.175 |
| total | 0.0539 | 0.245 | 0.410 | 0.299 |
## layout by cell type, fill, tap and decap left out, types with 3 or more instances in the layout
master            n
dfxtp_1          22
xnor2_1          10
xor2_1           10
clkdlybuf4s50_1   8
nand3_1           7
nand2_1           7
and3_1            4
nor2_1            4
clkbuf_8          4
nand4_1           3
## synthesized netlist by cell type, drive strengths merged
cell type	count	area share, %
xnor2	10	9.6
xor2	10	9.6
nor3	2	1.6
nand4	4	4.4
and3	4	2.7
inv	1	0.41
nand3	8	5.8
dfxtp	22	48
buf	8	6.6
nand2	7	2.9
or2	1	0.69
nor2	4	1.6
ha	1	1.4
nor4	3	4.4
## cells by family (layout without fill, tap and decap cells)
family / after synthesis / after routing / synth area share, %
xor+xnor: 20 / 20 / 19.2
fa+ha+maj: 1 / 1 / 1.37
buf+inv: 9 / 13 / 7.00
flops: 22 / 22 / 48.3
simple gates: 33 / 33 / 24.1
## per-layer routing
metal | vias to the layer above | GRT usage, %
met5 | - | 0
met4 | 0 | 0.623
met3 | 0 | 1.28
met2 | 8 | 4.41
met1 | 229 | 3.82
li1 | 285 | -
## final cells by class
class	count	area (sq um)
Clock buffer	4	55.1
Sequential cell	22	440
Tap cell	72	90.1
Inverter	1	3.75
Multi-Input combinational cell	54	408
Fill cell	602	4400
Timing Repair Buffer	8	80.1
## final timing paths
| kind | slack (ns) | from | depth (start not counted) | end |
|---|---|---|---|---|
| max | 2.87 | ctr_q[15] | 1 | led[1] |
| min | 0.43 | ctr_q[0] | 1 | ctr_q[0] |
| max reg2reg | 3.48 | ctr_q[0] | 5 | ctr_q[16] |
| min reg2reg | 0.43 | ctr_q[0] | 1 | ctr_q[0] |
Power figures rest on the tool's default switching activity, not on a simulated workload.
