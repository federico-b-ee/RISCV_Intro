==> flow/run.sh <==
#!/bin/bash
# OpenROAD 26Q1-2900-gdf79404cd8, Yosys 0.63+post, stock flow scripts
make -C /OpenROAD-flow-scripts/flow DESIGN_CONFIG=/design/flow/config.mk WORK_HOME=/design/flow/orfs finish
==> flow/design.v <==
`timescale 1ns / 1ps
module blinky(
    input  i_clk,   
    output [2:0] o_leds
    );
    reg [25-1:0] counter = 0;
    always @(posedge i_clk) begin
    counter <= counter + 1;
    end
    assign clk = counter[25-1];
    reg [2:0] count = 0;
    always @(posedge clk) begin
        count <= count + 1;
    end
    assign o_leds = count;
endmodule
==> flow/constraint.sdc <==
current_design blinky

set clk_period 3.5
set clk_io_pct 0.2

create_clock -name clk0 -period $clk_period [get_ports {i_clk}]

set non_clock_inputs [all_inputs -no_clocks]
set_input_delay [expr $clk_period * $clk_io_pct] -clock clk0 $non_clock_inputs
set_output_delay [expr $clk_period * $clk_io_pct] -clock clk0 [all_outputs]
==> flow/config.mk <==
export PLATFORM = sky130hd
export DESIGN_NAME = blinky
export DESIGN_NICKNAME = blinky
export VERILOG_FILES = /design/flow/design.v
export SDC_FILE = /design/flow/constraint.sdc
export NUM_CORES = 4
export LEC_CHECK = 1
export CORE_AREA = 10 10 107 107
export DIE_AREA = 0 0 117 117
==> impl_metrics.json <==
{
  "log.warning_count": 25,
  "ys_cells": 95,
  "dieHeight_um": 117,
  "drt-initial-drc-count": 34,
  "synth.avg_cell_area_um2": 11.1,
  "portBuffers": 3,
  "ys.flops": 28,
  "area_growth_pct": 20.3,
  "skew_ns": 0.00109,
  "lay_top_count": "dfxtp_1",
  "hpwlAfterDp_um": 960,
  "overflow": 0,
  "drc": 0,
  "p_clk_share_pct": 36.3,
  "chipWidth_um": 117,
  "finalMaxSlewViolations": 0,
  "synth_area_um2": 1050,
  "core_area_um2": 9200,
  "end_kind": "flop",
  "max_cap_violations": 0,
  "boundaryPins": 4,
  "fin_tns_setup_ns": 0,
  "dieArea_um2": 13700,
  "hold_violations": 0,
  "wl_per_cell_um": 6.01,
  "fin_util_pct": 13.8,
  "cts_resized": 0,
  "max_slew_margin_pct": 75.4,
  "ys_seq_share_pct": 53.1,
  "p_int_mw": 0.365,
  "status": "completed",
  "start_kind": "flop",
  "crit_path_max_fanout": 5,
  "rsz0062_at_grt": "no",
  "n_fill_cell": 1041,
  "power.density_nw_per_um2": 351,
  "postCtsSetupRepairBufs": 0,
  "vias": 610,
  "fp_util_pct": 11.5,
  "holdCritPathClass": "reg2reg",
  "vias_per_cell": 2.86,
  "clkTransAtPathRegs_ns": 0.08,
  "cts_hold_repair.buffers": 0,
  "lay_top_cells": "dfxtp_1, xnor2_1, nand2_1, xor2_1",
  "grtUsageTotal_pct": 2.05,
  "critPathRequiredTime_ns": 3.65,
  "finalNonFillerCells": 213,
  "yosys_warnings": 2,
  "comb_power_share_pct": 0,
  "setup_viol": 0,
  "crit_type": "reg2reg",
  "period_used_pct": 47.7,
  "yosysChipArea_um2": 1050,
  "untimed_endpoints": 6,
  "peakVddDrop_mv": 0.221,
  "period_needed_ns": 1.67,
  "syn_inst": 95,
  "rrSetupSlack_ns": 1.83,
  "placed_cells": 209,
  "fmax_mhz": 599,
  "layout-drive-gt1-share_pct": 8.82,
  "cts_buffer_depth": 2,
  "unclocked_regs": 3,
  "numCtsBuffers": 3,
  "drt_wl_total_um": 1280,
  "place_congestion": 0.712,
  "p_sw_share_pct": 18.1,
  "worstMarginPinSlew_ns": 0.366,
  "seq_power_share_pct": 63.7,
  "antenna_found_initial": 0,
  "synth_cell_types": 14,
  "antennaDiodeCount": 0,
  "grt_pass1_wl_um": 2420,
  "ant_nets": 0,
  "drtPass1Iterations": 3,
  "arrival_ns": 1.82,
  "cts_root_buffer": "clkbuf_8",
  "p_switching_mw": 0.0806,
  "leakage_nw": 0.438,
  "cts_tree": "done",
  "htreeDepth": 1,
  "grt_max_degree": 14,
  "placementRows": 35,
  "worstSkewPairLatency_ns": 0.26,
  "grt_pass1_vias": 551
}
## power by group through the flow
| stage | Clock (mW) | Combinational (mW) | Sequential (mW) |
|---|---|---|---|
| after global routing | 0.184 | 0.000000190 | 0.284 |
| final | 0.162 | 0.000000190 | 0.284 |
| after CTS | 0.169 | 0.000000190 | 0.284 |
## worst max-delay path: stages (launching register included)
cell and delay, ns:
dfxtp_1 0.38, ha_1 0.20, nand3_1 0.23, nor4_4 0.45
nand4_1 0.16, xnor2_1 0.14
## flip-flops by register name, summed over array words and instances, names as in the netlist
| signal | flops |
|---|---|
| count | 3 |
| counter | 25 |
## kinds of logic (layout without fill, tap and decap cells)
group / count (synthesis) / after routing / synth area share [%]
AND/OR/NAND/NOR: 36 / 36 / 22.8
flip-flops: 28 / 28 / 53.1
XOR/XNOR: 24 / 24 / 19.9
buffers and inverters: 5 / 12 / 1.78
adder cells (fa/ha/maj): 2 / 2 / 2.37
## stage by stage
step / hold WS [ns] / power [mW] / worst slack (ns) / area, um^2
after floorplan: 0.383 / 0.291 / 1.97 / 1050
after global placement: 0.392 / 0.291 / 1.87 / 1220
after detailed placement: 0.407 / 0.291 / 1.82 / 1220
after CTS: 0.428 / 0.454 / 1.80 / 1270
after global routing: 0.457 / 0.469 / 1.66 / 1270
final: 0.419 / 0.446 / 1.83 / 1270
## layout make-up
class                   instances  area (um^2)  area share, %
multi-input cells              62          475           37.5
flip-flops and latches         28          561           44.2
well taps                     111          139           10.9
repair buffers                  3         30.0           2.37
inverters                       5         18.8           1.48
clock buffers                   4         45.0           3.55
## metal layers
layer	global-route usage (%)	up-vias	part of all wire, %
li1	-	330	-
met1	3.07	274	57
met2	2.81	6	38
met3	0.826	0	5.3
met4	0.165	0	0
met5	0	-	0
## path summary, 6_finish.rpt
kind / from / endpoint / cells after the start
worst min register to register: counter[0]$_DFF_P_ / counter[0]$_DFF_P_ / 1
worst max register to register: counter[0]$_DFF_P_ / counter[24]$_DFF_P_ / 5
worst min-delay path: counter[0]$_DFF_P_ / counter[0]$_DFF_P_ / 1
worst max-delay path: counter[0]$_DFF_P_ / counter[24]$_DFF_P_ / 5
## synth_stat cells
library cell | n | area, um^2
dfxtp_1 | 28 | 561
xnor2_1 | 15 | 131
nand2_1 | 9 | 33.8
xor2_1 | 9 | 78.8
nand3_1 | 7 | 35.0
nor2_1 | 7 | 26.3
nand4_1 | 6 | 37.5
inv_1 | 5 | 18.8
ha_1 | 2 | 25.0
nand4_4 | 2 | 42.5
nor4_4 | 2 | 42.5
nor2_2 | 1 | 6.26
nor3_1 | 1 | 5.00
or3_4 | 1 | 11.3
No activity file was given, so power comes from the tool's default toggle rates.
