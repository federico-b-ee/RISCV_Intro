==> design.v <==
module counter
(
    input clk,
    output [5:0] led
);
localparam WAIT_TIME = 13500000;
reg [5:0] ledCounter = 0;
reg [23:0] clockCounter = 0;
always @(posedge clk) begin
    clockCounter <= clockCounter + 1;
    if (clockCounter == WAIT_TIME) begin
        clockCounter <= 0;
        ledCounter <= ledCounter + 1;
    end
end
assign led = ledCounter;
endmodule
==> run.sh <==
#!/bin/bash
# OpenROAD 26Q1-2900-gdf79404cd8, Yosys 0.63+post, stock flow scripts
make -C /OpenROAD-flow-scripts/flow DESIGN_CONFIG=/design/flow/config.mk WORK_HOME=/design/flow/orfs finish
==> config.mk <==
export PLATFORM = sky130hd
export DESIGN_NAME = counter
export DESIGN_NICKNAME = counter
export VERILOG_FILES = /design/flow/design.v
export SDC_FILE = /design/flow/constraint.sdc
export NUM_CORES = 4
export LEC_CHECK = 1
export CORE_UTILIZATION = 30
==> constraint.sdc <==
current_design counter

set clk_period 3.4
set clk_io_pct 0.2

create_clock -name clk0 -period $clk_period [get_ports {clk}]

set non_clock_inputs [all_inputs -no_clocks]
set_input_delay [expr $clk_period * $clk_io_pct] -clock clk0 $non_clock_inputs
set_output_delay [expr $clk_period * $clk_io_pct] -clock clk0 [all_outputs]
==> results.txt <==
Results of an implementation run.

According to the timing report, the arrival time at the worst endpoint equals 2680 ps. Antenna repair during routing inserted a diode count of 0. At the later pin of the worst-skew pair, clock insertion delay measures about 280 ps.

The maximum number of pins on one net before global-route repair is 14. Looking at the max-slew report, the worst-margin pin has a slew of 723.4 ps. For the finished layout, the period the worst path requires is 2509 ps. In the final report, the number of hold violations comes to 0. Setup repair after global routing left no endpoint under its margin. The residual antenna-violating net count after detailed routing is 0. The number of setup violations in the final report is 0.

The HPWL after detailed placement is 1.499 mm. The mean instance size in the synthesized netlist is 10.21 um^2. In the final routed layout, each cell accounts on average for between 10 and 15 um. The global placer's final weighted congestion is ~0.78. The script extracted a total leakage power of 0.5856 nW. The floorplan-stage core utilization is 0.3172. The data required time reported for the critical path is 3570 ps. Of the total power, combinational logic draws 0. Of the total power, registers draw 0.510. The chip area line in the Yosys stat output reads roughly 1300 um^2. The startpoint type of the worst setup path is a flop.

The number of synthesis warnings is 1. Measured on the finished design, the core utilization comes to 0.3729. Dividing the detail-routed via count by the number of cells gives about 5. The overall power is 0.7081 mW. The count of port buffers added during placement is 6. The area of the core is 4086 um^2. TritonCTS built the clock tree.

The worst-case setup margin in the final layout is slightly below 900 ps. The initial antenna violation count was 0. Counting flops with an async set or reset pin after synthesis yields a share of 0. Measured against its own limit, the worst slew margin works out to 0.5133. On the worst path, the slowest cell contributes a delay of 580 ps.

The flop and latch count out of synthesis is 30. Of the total power, the clock network draws 0.490. In the CTS report, the clock slew at the register clock pins of the worst setup and hold paths is listed as 60 ps. The min-delay analysis places its worst path in the category reg2reg.

The number of gates resized after CTS was 0. The tightest hold path in the finished design has a slack of a little under 500 ps. For this design, Yosys synthesis ends with a cell count of 127.

The total die size is approximately 4600 um^2. The power dissipated by switching net loads is 0.1316 mW. Clock tree synthesis selected as its root buffer the cell clkbuf_8. The total power density per cell area is 464.6 nW/um^2.

The post-placement cell area is 1415 um^2. The end of the worst register-to-register path is clockCounter[1]. The standard cell with the maximum stage delay on the critical path is nor4_4. The routed design uses 931 um of met2 wire.

In this run the maximum-capacitance check reported violations numbering 0. The internal power consumption is 0.5765 mW. Overall routing resource usage recorded by global route was 0.1111. Setup slack on the worst path after placement came out at 876.1 ps. The number of max-slew violations in the final report is 0.

The switching part of the total power is 0.1859. The instance tally after logic synthesis is roughly 130. The I/O pin count is 7. Measured in cells, the most critical reg-to-reg path has a length of 5. The global-route wire length before repair is 3.836 mm.

In the per-layer breakdown of the detailed-route log, met1 shows 1.059 mm. Post-CTS timing repair inserted 0 buffers for setup. The DRC marker count from the first detailed-route iteration is 42. Hold repair after CTS inserted 0 buffers. The placed instance count is 183. The clock H-tree reported by CTS has 2 levels. In this run the register-to-register setup slack is around 890 ps. After floorplanning, the core was divided into 23 placement rows. Counting instances, the worst hold path has a depth of 1. The finished cells cover 1524 um^2.

The worst IR drop on VDD is roughly 0.33 mV. Based on the critical path, the design can be clocked at up to 0.3986 GHz. The vertical extent of the die is 67.73 um. The register area share after synthesis is 0.5097.

The top flip-flop cell by instance count after synthesis is dfxtp_1. The final wirelength is 2.141 mm. For this block, the via count after detailed routing is 935. For this run the aggregate overflow at the end of global routing stands at 0. The fraction of layout cells with a size suffix above 1 is 0.09220. The number of sinks on the clock net is 30. For reference, the most critical setup path is categorized as reg2reg.

For the worst reg-to-reg path, the startpoint reported by OpenROAD is clockCounter[17]. The layout overhead on the synthesized area is 17.57%. The worst hold endpoint is clockCounter[20]. Post-route period utilization is reported as 0.7378. The beginning of the worst hold path is clockCounter[20]. The number of flops mapped to enable cells by yosys is 6. Summing over the stages, the warning tally comes to 26.

In this run the top signal layer used is met4. The via count of the first global-routing pass is slightly below 900. Counting along the longest clock path gives a buffer depth of 2. In this run, distinct cell masters in the synthesized netlist total 25. The total negative slack for setup checks is 0 ps.

The flow ran to the end, and the final reports show no timing, DRC or antenna violations. The maximum fanout encountered on the critical timing path is 13. The signal on the critical path passes through or4_1, or4_4, nor4_4, buf_4, and2b_2. The wire length on met3 is 103 um. TritonRoute reported its final design rule violation total as 0. In the final run the clock tree shows a worst skew of 4.488 ps.

STA classifies the critical path endpoint as a flop. The cell area after synthesis is ~1300 um^2. The number of search-and-repair iterations in the first detailed-routing pass is 5. The non-filler instance count after layout is 191. Measured along the x axis, the die boundary spans 67.73 um. The number of buffers created by CTS is 5.
## how the worst max path moves through the flow
stage	cells after the start	start	slack [ps]	to
CTS	5	clockCounter[17]	840	clockCounter[1]
global route	6	clockCounter[17]	740	clockCounter[22]
finish	5	clockCounter[17]	890	clockCounter[1]
## cells in the mapped netlist (all sizes together), types with 3 or more instances
cell / number / area (um^2)
ha: 3 / 37.54
nand3: 11 / 55.05
nor4: 3 / 33.78
edfxtp: 6 / 180.2
o21ai: 4 / 20.02
nand3b: 3 / 22.52
nand2: 8 / 30.03
inv: 4 / 15.01
nor2: 17 / 63.81
nand4: 8 / 50.05
dfxtp: 24 / 480.5
xor2: 12 / 105.1
or4: 3 / 26.27
xnor2: 10 / 87.58
and3: 3 / 18.77
## per-layer routing
metal / global-route usage / vias up
met5: 0 / -
li1: - / 474
met4: 0.02660 / 0
met1: 0.1594 / 427
met3: 0.03253 / 7
met2: 0.1671 / 27
## power by group through the flow
stage	combinational, mW	sequential [mW]	clock (mW)
4_1_cts	0.000000265	0.361	0.353
5_1_grt	0.000000265	0.361	0.370
6_report	0.000000265	0.361	0.347
## layout by cell type (no fill, tap or decap), types with 3 or more instances in the layout
cell type | Yosys | final
and3_1 | 3 | 3
clkbuf_8 | 0 | 5
clkdlybuf4s50_1 | 0 | 6
dfxtp_1 | 24 | 24
edfxtp_1 | 6 | 6
ha_1 | 3 | 3
inv_1 | 4 | 4
nand2_1 | 8 | 8
nand3_1 | 11 | 11
nand3b_1 | 3 | 3
nand4_1 | 8 | 8
nor2_1 | 17 | 17
o21ai_0 | 4 | 4
xnor2_1 | 10 | 10
xor2_1 | 12 | 12
## logic make-up (layout without fill, tap and decap cells)
family | count (synthesis) | count (layout) | synth area share
adders and majority gates | 3 | 3 | 0.02896
and+or+nand+nor | 62 | 62 | 0.2732
xor gates and xnor gates | 22 | 22 | 0.1486
AOI/OAI and AO/OA | 5 | 5 | 0.01930
buffers and inverters | 5 | 19 | 0.02027
DFF | 30 | 30 | 0.5096
## critical path: cells and delay by family, from the launching register on
kind / cells / cell delay, ps
buf+inv: 1 / 300
flops: 1 / 350
simple gates: 4 / 1750
## sequential cells by signal, indices dropped and copies added, names as in the netlist
| name | flops |
|---|---|
| clockCounter | 24 |
| ledCounter | 6 |
## final cells by class
cell class,count,area (um^2)
multi-input combinational,92,609.3
clock buffer,5,68.82
tap,50,62.56
clock inverter,3,40.04
timing repair buffer,7,67.56
fill,405,2562
inverter,4,15.01
sequential,30,660.6
Power is estimated from default activity; no workload was simulated.
